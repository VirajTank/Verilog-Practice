**config.mk**
```make
export PLATFORM = sky130hd
export DESIGN_NAME = alu
export DESIGN_NICKNAME = alu
export VERILOG_FILES = /design/flow/design.v
export SDC_FILE = /design/flow/constraint.sdc
export NUM_CORES = 4
export LEC_CHECK = 1
export CORE_AREA = 10 10 101 101
export DIE_AREA = 0 0 111 111
export SYNTH_HDL_FRONTEND = slang
```
**constraint.sdc**
```tcl
current_design alu

set clk_period 6.5
set clk_io_pct 0.2

create_clock -name clk0 -period $clk_period

set non_clock_inputs [all_inputs -no_clocks]
set_input_delay [expr $clk_period * $clk_io_pct] -clock clk0 $non_clock_inputs
set_output_delay [expr $clk_period * $clk_io_pct] -clock clk0 [all_outputs]
```
**design.v**
```verilog
module alu(
    input [3:0] a,
    input [3:0] b,
    input [3:0] s,
    output reg [3:0] y
);
    integer i;
    always @(*) begin 
        case(s)
            4'b0000: 
                y = a + b;  
            4'b0001:
                y = a - b;  
            4'b0010:
                y = a * b;  
            4'b0011:
                if (b != 0)
                    y = a / b;  
                else
                    y = 4'b0000;  
            4'b0100:
                if (b != 0)
                    y = a % b;  
                else
                    y = 4'b0000;  
            4'b0101: begin
                y = 1;
                for (i = 0; i < b; i = i + 1) begin
                    y = y * a;
                end
            end
            4'b0110:
                y = ~a;  
            4'b0111:
                y = ~b;  
            4'b1000:
                y = a | b;  
            4'b1001:
                y = ~(a | b);  
            4'b1010:
                y = a & b;  
            4'b1011:
                y = ~(a & b);  
            4'b1100:
                y = a ^ b;  
            4'b1101:
                y = ~(a ^ b);  
            4'b1110:
                y = a + 1;  
            4'b1111:
                y = a - 1;  
            default:
                y = 4'b0000;  
        endcase
    end 
endmodule 
```
**run.sh**
```bash
#!/bin/bash
# OpenROAD 26Q1-2900-gdf79404cd8, Yosys 0.63+post, stock flow scripts
make -C /OpenROAD-flow-scripts/flow DESIGN_CONFIG=/design/flow/config.mk WORK_HOME=/design/flow/orfs finish
```
==> impl_metrics.csv <==
group,metric,value,unit
floorplan,die_w,111,µm
placed_design,dpl_cell_area,0.00271,mm²
final_timing,setup_viol,2,
global_routing,grt.busiest_layer,"met2",
final_timing,fin_tns_setup,-0.237,ns
synthesis,top_cells_by_count,"36 x ha_1, 35 x nand2_1, 28 x nor2_1, 20 x o21ai_0",
setup_path,worstSetupPathDepth,24,
synthesis,yosysWarnings,0,
synthesis,synth_area,0.00221,mm²
synthesis,yosys.area.top_type,"ha_1",
final_timing,whs,3.24,ns
setup_path,path_delay_family,"AND-OR/OR-AND gates",
layout,area_growth,32.3,%
placed_design,gp_congestion,0.959,
drt,vias_per_cell,5.31,
setup_path,cp-start-kind,"input port",
floorplan,io_pins,16,
status,violations,"negative setup slack",
global_routing,grt_antenna_before_repair,0,
final_timing,finalMaxSlewViolations,0,
setup_path,path_class,"in -> out",
min_path,min_to,"y[0]",
global_routing,track_usage,0.115,
final_timing,max_slew_margin,0.602,
layout,fin_area,0.00293,mm²
final_timing,worst_slack,-0.209,ns
final_timing,fin_crit,6.71,ns
global_routing,grt.met1_usage,0.161,
global_routing,grt_pass1_wl,12.3,mm
global_routing,grt_max_degree,25,
floorplan,dieArea,0.0123,mm²
placed_design,placed_cells,459,
global_routing,grt_use_met2,0.194,
placed_design,post-place-ws,-1.12,ns
drt,ant_nets,0,
setup_path,slowest_delay,0.40,ns
layout,seq_cells,0,
power,ir_drop,0.0000583,V
synthesis,yosysTopAreaCellShare,0.203,
final_timing,finalHoldViolations,0,
min_path,holdPathStages,7,
global_routing,grt-ovfl-total,0,
power,power,0.277,mW
layout,stdcell_count,466,
floorplan,coreArea,0.00813,mm²
status,status,"finished, violations left",
clock_tree,cts_hold_buf,0,
power,power.density,94.5,mW/mm²
placed_design,hpwl,5.31,mm
drt,diodes,0,
setup_path,cp.required,5.20,ns
drt,post_drt_wl_per_cell,15.4,µm
floorplan,initial_utilization,0.272,
synthesis,ys_cells,318,
synthesis,synth_top_cell_by_count,"ha_1",
job,drv_cap,0,
global_routing,grt_pass1_vias,2432,
global_routing,gr-usage-met3,0.00547,
final_timing,rsz0062_at_grt,"true",
drt,vias,2476,
synthesis,ys_area,0.00221,mm²
drt,routed_wl,7.16,mm
setup_path,crit_buf_inv,3,
drt,drtPass1Iterations,4,
setup_path,cp-end-kind,"output port",
floorplan,rows,33,
power,power.leakage,1.26,nW
synthesis,ys_seq_frac,0,
final_timing,max_freq,0.149,GHz
setup_path,crit_chain,"buf_8 -> nor3_4 -> and2_4 -> nor2_4 -> ha_4 -> o21a_1 -> o21a_2 -> nor2_2 -> a21oi_2 -> ha_1 -> o21a_1 -> o21ai_2 -> a21oi_4 -> buf_6 -> mux2_4 -> ha_4 -> nand2_2 -> a21oi_2 -> a211o_1 -> nand2_1 -> o21ai_1 -> o32a_1 -> or3_4 -> buf_6",
job,warnings,44,
setup_path,worstPathArrival,5.41,ns
floorplan,chipHeight,111,µm
synthesis,syn_area_per_cell,6.96,µm²
layout,postLayoutCoreUtil,0.360,
layout,clkbuf_count,0,
synthesis,synth_cell_type_count,65,
drt,remaining_drc_errors,0,
final_timing,fin_crit_sh,1.03,
final_timing,worst_pin_slew,0.588,ns
synthesis,syn_inst,318,
layout,drive_gt1_frac,0.238,
min_path,hold_path.class,"in -> out",
synthesis,synthTopCellsByArea,"ha_1 20%, xnor2_1 6.3%, nand2_1 5.9%",
layout,flop_area,0,µm²
min_path,holdCritStartpoint,"b[0]",
setup_path,slowest_stage,"or3_4",
drt,drt_first_iter_violations,204,
placed_design,numPortBuffers,16,
setup_path,worstPathMaxFanout,4,
-- power breakdown --
group          switching, mW  total, mW  internal [mW]
sequential                 0          0              0
clock                      0          0              0
combinational          0.137      0.277          0.139
-- worst max-delay path by stage --
stage	slack (ns)	startpoint	endpoint
finish	-0.21	b[1]	y[3]
global route	-0.40	b[1]	y[3]
CTS	-0.26	b[2]	y[3]
-- layout by cell type (no fill, tap or decap), types with 3 or more instances in the layout --
master,netlist,final
inv_1,17,15
xnor2_1,16,16
buf_6,1,5
a21oi_2,0,4
nand3_1,5,5
a211oi_1,7,6
and2_1,4,3
nor2_1,28,26
xnor3_1,3,3
nand2b_1,5,5
a22o_1,3,3
o211ai_1,4,4
a21oi_1,17,11
ha_1,36,30
o21ai_0,20,18
conb_1,1,3
clkdlybuf4s50_1,0,6
ha_4,0,6
a21o_1,3,3
buf_4,1,44
a31oi_1,6,6
nor3_1,8,7
o221ai_1,3,3
o22ai_1,3,3
xor2_1,12,12
buf_2,7,4
or3_1,4,3
nand2_1,35,34
-- routing by layer --
metal / up-vias / wire, µm
met5: - / 0
met1: 1148 / 3330
met3: 12 / 393
met4: 0 / 122
li1: 1244 / -
met2: 72 / 3310
-- cells by family after synthesis --
group,count (synthesis),synth area share
and+or+nand+nor,109,0.246
AOI/OAI and AO/OA,95,0.293
buffers and inverters,40,0.0768
adders and majority gates,38,0.221
xor gates and xnor gates,31,0.141
muxes,4,0.0192
other,1,0.00169
-- area by class of cell --
type / count / area [µm²]
fill: 823 / 5200
multi-input combinational: 280 / 2220
timing repair buffer: 62 / 504
tap: 105 / 131
inverter: 19 / 73.8
-- what timing repair did --
item                                   in CTS  in global routing
setup buffers                               6                  2
pin swaps                                  22                 23
endpoints found under the hold margin       0                  0
setup endpoints to repair                   4                  4
resized                                    55                 17
-- worst min-delay path: cells and delay by family --
kind / cells / cell delay, ns
buffers and inverters: 4 / 0.40
adder cells (fa/ha/maj): 1 / 0.13
AND/OR/NAND/NOR: 1 / 0.07
AND-OR/OR-AND: 1 / 0.05
Power and IR drop assume default switching activity.
