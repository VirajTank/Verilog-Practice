==> flow/design.v <==
module moore_1010_sequence(
	input clk,rst,
	input inp,
	output reg outp
);
reg [2:0]state;
always @( posedge clk, posedge rst )
	begin
	if( rst )
		state <= 3'b000;
	else
	begin
		case( state )
		3'b000:
		begin
		if( inp ) state <= 3'b001;
		else state <= 3'b000;
		end
		3'b001:
		begin
		if( inp ) state <= 3'b001;
		else state <= 3'b010;
		end
		3'b010:
		begin
		if( inp ) state <= 3'b011;
		else state <= 3'b000;
		end
		3'b011:
		begin
		if( inp ) state <= 3'b001;
		else state <= 3'b101;
		end
		3'b101:
		begin
		if( inp ) state <= 3'b011;
		else state <= 3'b000;
		end
		endcase
	end
end
always @(posedge clk, posedge rst)
	begin
	if( rst )
		outp <= 0;
	else if( state == 3'b101 )
		outp <= 1;
	else 
		outp <= 0;
	end
endmodule 
==> flow/run.sh <==
#!/bin/bash
# OpenROAD 26Q1-2900-gdf79404cd8, Yosys 0.63+post, stock flow scripts
make -C /OpenROAD-flow-scripts/flow DESIGN_CONFIG=/design/flow/config.mk WORK_HOME=/design/flow/orfs finish
==> flow/config.mk <==
export PLATFORM = sky130hd
export DESIGN_NAME = moore_1010_sequence
export DESIGN_NICKNAME = moore_1010_sequence
export VERILOG_FILES = /design/flow/design.v
export SDC_FILE = /design/flow/constraint.sdc
export NUM_CORES = 4
export LEC_CHECK = 1
export CORE_AREA = 10 10 70 70
export DIE_AREA = 0 0 80 80
export SYNTH_HDL_FRONTEND = slang
==> flow/constraint.sdc <==
current_design moore_1010_sequence

set clk_period 1.5
set clk_io_pct 0.2

create_clock -name clk0 -period $clk_period [get_ports {clk}]

set non_clock_inputs [all_inputs -no_clocks]
set_input_delay [expr $clk_period * $clk_io_pct] -clock clk0 $non_clock_inputs
set_output_delay [expr $clk_period * $clk_io_pct] -clock clk0 [all_outputs]
==> results.ini <==
[timing]
tns_ns=0
clock-skew-final_ns=0.0118
fmax_mhz=758
tightest_slew_ns=0.214
slew_headroom=0.857
period_used_share=0.880
setup_viol=0
whs_ns=0.261
rsz0062_at_grt=no
period_needed_ns=1.32
drv_slew=0
hold_viol_final=0
worst_slack_ns=0.180

[critical_path]
reg2reg_depth=1
crit_slowest_cell=clkdlybuf4s50_1
critPathLaunchType=flip-flop
crit_family=buffers and inverters
critPathMaxFanout=1
crit_path_end_kind=primary output
required_ns=1.20
cp.depth=1
max_stage_delay_ns=0.46
worstPathCellList=clkdlybuf4s50_1
critical_path_arrival_ns=1.02
path_class=reg -> out
path_buffers=1

[cts]
clock_latency_ns=0.25
cts_hold_buf=0
tritoncts=done
root_buffer=clkbuf_4
clkSinkCount=6
cts_setup_buffers=0
cts_resized=0
cts_buffer_depth=2
numCtsBuffers=3
h-tree-depth=1
cts.clk_slew.worst_paths_ns=0.05

[yosys]
yosysTopAreaCellShare=0.649
yosys_area_sq_um=193
ff_type=dfrtp_1
yosys.area.top_type=dfrtp_1
synth_warnings=0
avgSynthCellArea_sq_um=14.8
ys_seq_elements=6
area_leaders=dfrtp_1 65%, dfstp_2 14%, nor2b_1 6.5%, o31a_1 4.5%, o21a_1 3.9%
ys_top_cells_by_count=5 x dfrtp_1, 2 x nor2b_1
netlist_area_sq_um=193
yosys_cells=13
edf_count=0
synthCells=13
async_flop_share=1.00
yosysSeqAreaShare=0.786
ys_types=8
synth.most_common_cell=dfrtp_1

[global_route]
overflow=0
grt_antenna_before_repair=0
grt_max_degree=7
grt_usage=0.0165
grt_pass1_wl_um=745
grt_pass1_vias=159

[floorplan]
dieHeight_um=80
core_area_sq_um=3420
fp_util=0.0564
die_w_um=80
chipArea_sq_um=6400
ioPinCount=4
rows=21

[power_and_ir_drop]
leakagePower_uw=0.000123
ir_drop_mv=0.168
totalPowerFinal_uw=361
p_per_area_nw_per_um2=1180

[placed_design]
dp_slack_ns=0.435
placed_cell_area_sq_um=280
place.gp.congestion=0.662
numPortBuffers=3

[job]
max-cap-violations=0
tool_warnings=25

[detailed_routing]
dr.pass1.iters=2
drt_iter0_markers=3
wire_per_inst_um=5.56
viasPerCell=1.76
diodes=0
finalWirelength_um=367
drcViolationCount=0
antenna_left=0
dr_total_vias=116

[outcome]
outcome=finished, final reports clean

[finish]
final_cell_area_sq_um=307
syn2layout_area_growth_pct=59.1
drive_gt1_frac=0.200

[worst_hold_path]
hp-class=in -> async

==> power by group <==
part	leakage, uW	internal [uW]	switching, uW
registers	0.0000796	174	4.58
clock network	0.0000150	101	59.7
logic	0.0000289	12.6	8.95
==> layout by cell type, fill, tap and decap left out, drive strengths merged <==
master and instances:
inv 1, o21a 1, clkdlybuf4s50 3, nor2 1, dfstp 1, nor2b 2
nor3 1, dfrtp 5, clkbuf 4, o31a 1
==> registers in the layout, summed over array words and instances, names as in the netlist <==
register / flops
state: 5
outp: 1
==> metrics by stage <==
step | instances | utilization
after floorplan | 13 | -
after global placement | 62 | 0.0821
after detailed placement | 62 | 0.0821
after CTS | 66 | 0.0897
after global routing | 66 | 0.0897
final | 66 | 0.0897
==> cell families after synthesis <==
kind of cell	count (synthesis)	share of synthesized area
AOI/OAI and AO/OA	2	0.0844
and+or+nand+nor	4	0.110
DFF	6	0.786
buffers and inverters	1	0.0195
==> worst paths after layout <==
check,start,to,slack (ns)
min reg2reg,state[3],outp,0.42
max reg2reg,state[0],state[2],0.74
min in group clk0,state[3],outp,0.42
min,rst,outp,0.26
max in group asynchronous,rst,state[0],0.98
max,outp,outp,0.18
==> routing by layer <==
layer  track usage  vias up  share of wire
met1        0.0141       52           0.39
met5             0        -              0
li1              -       56              -
met2        0.0169        8           0.30
met4       0.00352        0              0
met3        0.0307        0           0.31
==> layout make-up <==
class / count / area, sq um
Clock buffer: 4 / 26.3
Timing Repair Buffer: 3 / 30.0
Multi-Input combinational cell: 6 / 37.5
Fill cell: 400 / 3110
Inverter: 1 / 3.75
Sequential cell: 6 / 151
Tap cell: 46 / 57.6
Power figures rest on the tool's default switching activity, not on a simulated workload.
