[design/flow/config.mk]
export PLATFORM = sky130hd
export DESIGN_NAME = mealy_1010_sequence
export DESIGN_NICKNAME = mealy_1010_sequence
export VERILOG_FILES = /design/flow/design.v
export SDC_FILE = /design/flow/constraint.sdc
export NUM_CORES = 4
export LEC_CHECK = 1
export CORE_AREA = 10 10 70 70
export DIE_AREA = 0 0 80 80
export SYNTH_HDL_FRONTEND = slang
[design/flow/constraint.sdc]
current_design mealy_1010_sequence

set clk_period 1.0
set clk_io_pct 0.2

create_clock -name clk0 -period $clk_period [get_ports {clk}]

set non_clock_inputs [all_inputs -no_clocks]
set_input_delay [expr $clk_period * $clk_io_pct] -clock clk0 $non_clock_inputs
set_output_delay [expr $clk_period * $clk_io_pct] -clock clk0 [all_outputs]
[design/flow/design.v]
module mealy_1010_sequence(
	input clk,rst,
	input inp,
	output reg outp
);
reg [1:0]state;
always @( posedge clk, posedge rst )
	begin
	if( rst ) begin
		state <= 2'b00;
		outp <= 0;
	end
	else
	begin
		case( state )
		2'b00:
		begin
			if( inp ) begin 
			state <= 2'b01; 
			outp <= 0;
			end
			else begin 
			state <= 2'b00; 
			outp <= 0;
			end
		end
		2'b01:
		begin
			if( inp ) begin 
			state <= 2'b01; 
			outp <= 0;
			end 
			else begin 
			state <= 2'b10; 
			outp <= 0;
			end
		end
		2'b10:
		begin
			if( inp ) begin 
			state <= 2'b11; 
			outp <= 0;
			end 
			else begin 
			state <= 2'b00; 
			outp <= 0;
			end 
		end
		2'b11:
		begin
			if( inp ) begin 
			state <= 2'b01;
			outp <= 0;
			end
			else begin 
			state <= 2'b10; 
			outp <= 1;
			end
		end
		endcase
	end
end
endmodule 
[design/flow/run.sh]
#!/bin/bash
# OpenROAD 26Q1-2900-gdf79404cd8, Yosys 0.63+post, stock flow scripts
make -C /OpenROAD-flow-scripts/flow DESIGN_CONFIG=/design/flow/config.mk WORK_HOME=/design/flow/orfs finish
==> flow_metrics.py <==
# Auto-generated metrics
metrics = {
    "final_timing": {
        "tns_ns": 0,
        "clock_skew_ns": 0.00243,
        "fin_ws_ns": 0.112,
        "rsz0062_at_grt": "false",
        "timing.fmax_ghz": 1.13,
        "fin_crit_sh_pct": 88.8,
        "tightest_slew_ns": 0.188,
        "finalHoldViolations": 0,
        "fin_crit_ns": 0.888,
        "slew_violations": 0,
        "final-setup-viol-count": 0,
        "relSlewSlack_pct": 87.4,
    },
    "worst_setup_path": {
        "path_delay_family": "flip-flops",
        "max_stage_delay_ns": 0.36,
        "critPathRequiredTime_ns": 0.80,
        "end_kind": "primary output",
        "crit_path_cell_trace": "clkbuf_2",
        "worst-setup-path-type": "flip-flop to primary output",
        "cpMaxStageDelayCell": "dfrtp_1",
        "crit_path_start_kind": "flip-flop",
        "crit_arrival_ns": 0.69,
        "path_buffers": 1,
        "cp_max_fo": 1,
    },
    "global_route": {
        "antenna_found_initial": 0,
        "busiest_layer": "met3",
        "grt_pass1_wl_um": 572,
        "use_met3_pct": 2.50,
        "gr-total-overflow": 0,
        "grtUsageTotal_pct": 1.35,
        "grt_max_degree": 6,
        "grt_pass1_vias": 138,
        "use_met2_pct": 1.44,
        "grtUsageMet1_pct": 1.07,
    },
    "yosys": {
        "ys_sh_aoi_pct": 16.8,
        "ys_sh_xor_pct": 0,
        "numSynthFlops": 5,
        "avgSynthCellArea_um2": 15.6,
        "synth.logic.top_family": "AND-OR/OR-AND gates",
        "synth_area_um2": 171,
        "yosys_warnings": 0,
        "ys_sh_mux_pct": 0,
        "ys_sh_simple_pct": 7.30,
        "yosysUniqueCellTypes": 7,
        "adder_share_pct": 0,
        "synthesis.instances": 11,
        "yosys_area_um2": 171,
        "ys_seq_share_pct": 73.7,
        "ys_cells": 11,
    },
    "placed_design": {
        "post-place-ws_ns": -0.0238,
        "port_buffers": 3,
        "placed_cells": 60,
        "place.gp.congestion": 0.661,
        "dpl.hpwl_um": 256,
    },
    "flow_run": {
        "warning_count": 25,
        "maxCapViolCount": 0,
    },
    "power": {
        "leakagePower_nw": 0.112,
        "irDropWorstVdd_mv": 0.211,
        "power_density_mw_per_mm2": 1610,
    },
    "drt": {
        "drcViolationCount": 0,
        "n_antenna_cell": 0,
        "firstDrtPassIters": 2,
        "via_count": 102,
        "viasPerCell": 1.59,
        "ant_nets": 0,
        "wl_per_cell_um": 5.03,
        "routed_wl_um": 322,
        "initialDrtViolationCount": 3,
    },
    "floorplanning": {
        "chipArea_mm2": 0.00640,
        "die.size.y_um": 80,
        "chipWidth_um": 80,
        "floorplan.core_util_pct": 5.02,
        "rows": 21,
        "pin_count": 4,
        "coreArea_mm2": 0.00342,
    },
    "clocking": {
        "htreeDepth": 1,
        "clock_path_buffers": 2,
        "post_cts_buffers": 0,
        "cts_tree": "yes",
        "worstSkewPairLatency_ns": 0.24,
        "clock_sinks": 5,
        "cts_buffers": 3,
        "clockRootBuffer": "clkbuf_4",
        "clk_pin_slew_worst_paths_ns": 0.04,
    },
    "finish": {
        "utilization_pct": 8.21,
        "stdcell_count": 64,
        "final.fill_count": 402,
        "final_layout_size_suffix_gt1_share_pct": 38.9,
        "area_growth_pct": 63.5,
    },
    "hold_path": {
        "hold_class": "primary input to asynchronous set/reset pin",
    },
    "outcome": {
        "status": "finished, final reports clean",
    },
}
==> where the power goes <==
part / total [mW] / internal (mW) / switching, mW
clock network: 0.232 / 0.151 / 0.0810
registers: 0.203 / 0.203 / 0
logic: 0.0149 / 0.00856 / 0.00630
total: 0.450 / 0.363 / 0.0873
==> layer usage <==
metal	up-vias	part of all wire [%]
met3	0	25
met5	-	0
met2	7	31
li1	50	-
met4	0	0
met1	45	44
==> Yosys cell counts <==
cell	n	area share, %
and2_1	1	3.7
o31a_1	1	5.1
dfrtp_1	4	58
nor2b_1	1	3.7
inv_1	1	2.2
dfstp_2	1	15
o21ba_2	2	12
==> cells by family after synthesis <==
kind of cell / Yosys count
DFF: 5
AOI/OAI and AO/OA: 3
and+or+nand+nor: 2
buffers and inverters: 1
==> final cells by class <==
type / instances / area [µm²] / share of cell area (%)
Clock buffer: 4 / 26.3 / 9.37
Inverter: 1 / 3.75 / 1.34
Multi-Input combinational cell: 5 / 41.3 / 14.7
Sequential cell: 5 / 126 / 45.1
Tap cell: 46 / 57.6 / 20.5
Timing Repair Buffer: 3 / 25.0 / 8.93
==> path summary, 6_finish.rpt <==
kind / start / to / slack (ns) / depth (start not counted)
max in group asynchronous: rst / state[0] / 0.60 / 2
max: outp / outp / 0.11 / 1
max reg2reg: state[3] / state[2] / 0.20 / 1
min: rst / state[3] / 0.16 / 2
min reg2reg: state[1] / state[0] / 0.49 / 1
min in group clk0: state[1] / state[0] / 0.49 / 1
==> repair_timing <==
item,4_1_cts,5_1_grt
hold buffers,0,0
setup endpoints to repair,1,1
endpoints found under the hold margin,0,0
resized,2,1
==> stage by stage <==
step                hold WS [ns]  power [mW]  instance area (µm²)
global route               0.181       0.483                  280
global placement           0.400       0.220                  259
finish                     0.156       0.450                  280
CTS                        0.155       0.463                  285
detailed placement         0.416       0.221                  259
floorplan                -0.0222       0.211                  171
==> state kept, by name (all words and copies together), names as in the netlist <==
signal / flops
state: 4
outp: 1
==> cell usage in the layout, fill, tap and decap left out <==
| master | instances |
|---|---|
| inv_1 | 1 |
| nor2b_1 | 1 |
| clkbuf_2 | 1 |
| clkdlybuf4s50_1 | 2 |
| clkbuf_1 | 1 |
| clkbuf_4 | 3 |
| o31a_1 | 1 |
| o21ba_2 | 2 |
| and2_1 | 1 |
| dfrtp_1 | 4 |
| dfstp_2 | 1 |
Power is estimated from default activity; no workload was simulated.
